$ cat flow/config.mk
export PLATFORM = sky130hd
export DESIGN_NAME = top
export DESIGN_NICKNAME = top
export VERILOG_FILES = /design/flow/design.v
export SDC_FILE = /design/flow/constraint.sdc
export NUM_CORES = 4
export LEC_CHECK = 1
export CORE_UTILIZATION = 40
$ cat flow/constraint.sdc
current_design top

set clk_period 5.8
set clk_io_pct 0.2

create_clock -name clk0 -period $clk_period [get_ports {clk}]

set non_clock_inputs [all_inputs -no_clocks]
set_input_delay [expr $clk_period * $clk_io_pct] -clock clk0 $non_clock_inputs
set_output_delay [expr $clk_period * $clk_io_pct] -clock clk0 [all_outputs]
$ cat flow/design.v
module hamming_code(clk,en_data,en_hamming,ip_data,op_hammingcode,ip_hammingcode,op_data,op_errorbit,op_correctedcode);
input en_data,en_hamming,clk;
input [3:0]ip_data;
output reg [7:1]op_hammingcode;
input [7:1]ip_hammingcode;
output reg [3:0]op_data;
output reg [2:0]op_errorbit;
output reg [7:1]op_correctedcode;
reg [7:1]iphammingcode;
reg [2:0]temp;
always @(posedge clk)
begin
if(en_data)
begin 
op_hammingcode[3]=ip_data[0];
op_hammingcode[7:5]=ip_data[3:1];
case({op_hammingcode[3],op_hammingcode[5],op_hammingcode[7]})
0,3,5,6:op_hammingcode[1]=0;
default:op_hammingcode[1]=1;  
endcase
case({op_hammingcode[3],op_hammingcode[6],op_hammingcode[7]})
0,3,5,6:op_hammingcode[2]=0;
default:op_hammingcode[2]=1;  
endcase
case({op_hammingcode[5],op_hammingcode[6],op_hammingcode[7]})
0,3,5,6:op_hammingcode[4]=0;
default:op_hammingcode[4]=1;  
endcase
end
if(en_hamming)
begin
iphammingcode[7:1]=ip_hammingcode[7:1];
case({iphammingcode[1],iphammingcode[3],iphammingcode[5],iphammingcode[7]})
0,3,5,6,9,10,12,15:temp[0]=0;
default:temp[0]=1;
endcase
case({iphammingcode[2],iphammingcode[3],iphammingcode[6],iphammingcode[7]})
0,3,5,6,9,10,12,15:temp[1]=0;
default:temp[1]=1;
endcase
case({iphammingcode[4],iphammingcode[5],iphammingcode[6],iphammingcode[7]})
0,3,5,6,9,10,12,15:temp[2]=0;
default:temp[2]=1;
endcase
if(iphammingcode[temp]==0)
iphammingcode[temp]=1;
else if(iphammingcode[temp]==1)
iphammingcode[temp]=0;
op_errorbit=temp;
op_correctedcode=iphammingcode;
op_data[0]=iphammingcode[3];
op_data[1]=iphammingcode[5];
op_data[2]=iphammingcode[6];
op_data[3]=iphammingcode[7];
end
if(!en_data && !en_hamming)
begin
op_correctedcode=0;
op_data=0;
op_errorbit=0;
op_hammingcode=0;
end
else if(!en_data)
begin
op_hammingcode=0;
end
else if(!en_hamming)
begin
op_correctedcode=0;
op_data=0;
op_errorbit=0;
end
end
endmodule
module refresh_counter(clk,out);
input clk;
output reg [2:0]out=0;
always @(posedge clk)
begin
if(out==6)
out<=0;
else
out<=out+1;
end
endmodule
module clock_divider(clk,newclk);
input clk;
output reg newclk=0;
integer count=0;
always@(posedge clk)
begin
if(count==50000000)
begin
newclk=~newclk;
count<=0;
end
else
count=count+1;
end
endmodule
module converter(clk,en_data,en_hamming,ip_data,ip_hammingcode,out,an,count,ip_sw);
input clk,en_data,en_hamming;
input [3:0]ip_data;
input [6:0]ip_hammingcode;
output reg [6:0]out;
output [2:0]count;
output reg [7:0]an;
input ip_sw;
wire [6:0]op_correctedcode,op_hammingcode;
wire [3:0]op_data;
wire [2:0]op_errorbit;
wire [2:0]out1;
reg [3:0]bcd;
wire nclk;
clock_divider d1(clk,nclk);
refresh_counter c1(nclk,out1);
hamming_code x1(nclk,en_data,en_hamming,ip_data,op_hammingcode,ip_hammingcode,op_data,op_errorbit,op_correctedcode);
assign count=out1;
always @(*)
begin
if(ip_sw)
begin
case(out1)
0:
begin
bcd=op_hammingcode[6];
an=8'b01111111;
end
1:begin
bcd=op_hammingcode[5];
an=8'b10111111;
end
2:begin
bcd=op_hammingcode[4];
an=8'b11011111;
end
3:begin
bcd=op_hammingcode[3];
an=8'b11101111;
end
4:begin
bcd=op_hammingcode[2];
an=8'b11110111;
end
5:begin
bcd=op_hammingcode[1];
an=8'b11111011;
end
6:begin
bcd=op_hammingcode[0];
an=8'b11111101;
end
endcase
end
else if(!ip_sw)
begin
case(out1)
0:
begin
bcd=op_correctedcode[6];
an=8'b01111111;
end
1:begin
bcd=op_correctedcode[5];
an=8'b10111111;
end
2:begin
bcd=op_correctedcode[4];
an=8'b11011111;
end
3:begin
bcd=op_correctedcode[3];
an=8'b11101111;
end
4:begin
bcd=op_correctedcode[2];
an=8'b11110111;
end
5:begin
bcd=op_correctedcode[1];
an=8'b11111011;
end
6:begin
bcd=op_correctedcode[0];
an=8'b11111101;
end
endcase
end
case(bcd)
0:out=7'b1000000;
1:out=7'b1111001;
default:out=7'b0111111;
endcase
end
endmodule
module top(clk,sw,seg,an,led);
input clk;
input [13:0]sw;
output [6:0]seg;
output [7:0]an;
output [2:0]led;
converter  m1(clk,sw[0],sw[1],sw[5:2],sw[12:6],seg,an,led,sw[13]);
endmodule
$ cat flow/run.sh
#!/bin/bash
# OpenROAD 26Q1-2900-gdf79404cd8, Yosys 0.63+post, stock flow scripts
make -C /OpenROAD-flow-scripts/flow DESIGN_CONFIG=/design/flow/config.mk WORK_HOME=/design/flow/orfs finish
==> impl_metrics.env <==
# physical design summary
export IMPL_synth_comb_largest_family="simple AND/OR/NAND/NOR gates"
export IMPL_grt_first_pass_wirelength_mm=9.76
export IMPL_transition_time_of_the_tightest_slew_check_pin_ns=0.747
export IMPL_synth_ff_latch_count=61
export IMPL_clk_insertion_delay_late_ns=0.28
export IMPL_cts_post_setup_buffers_inserted=0
export IMPL_synthAoiAreaFrac=0.113
export IMPL_cts_hold_repair_buffers=0
export IMPL_detail_route_wirelength_mm=5.53
export IMPL_maximum_number_of_pins_on_one_net_before_global_route_repair=19
export IMPL_critical_path_class="input port to output port"
export IMPL_class_of_the_tightest_hold_or_removal_check="register to register"
export IMPL_start_kind="input port"
export IMPL_count_of_endpoints_without_a_timing_constraint=41
export IMPL_synth_async_sr_flop_share=0
export IMPL_pwr_share_seq=0.397
export IMPL_dr_total_vias=2464
export IMPL_io_buffer_count=31
export IMPL_avgSynthCellArea_sq_um=8.95
export IMPL_drive_gt1_frac=0.0789
export IMPL_synth_chip_area_sq_um=3190
export IMPL_synth_top_cells_by_count="dfxtp_1 (49), nand2_1 (28), nand3_1 (28), nor2_1 (28), xnor2_1 (24)"
export IMPL_timing_final_setup_violations=0
export IMPL_cts_repair_resized=0
export IMPL_syn_cell_area_sq_um=3190
export IMPL_drt_initial_drc_count=102
export IMPL_timing_fmax_ghz=0.253
export IMPL_die_width_um=91.2
export IMPL_muxShareOfSynthArea=0.0169
export IMPL_numPlacedInstances=475
export IMPL_synth_cell_type_count=61
export IMPL_peak_supply_drop_uv=142
export IMPL_detail_route_antenna_nets=0
export IMPL_reg2reg_setup_slack_ns=3.55
export IMPL_antenna_cells_inserted=0
export IMPL_initial_antenna_violation_count=0
export IMPL_sw_frac_of_total=0.318
export IMPL_post_synthesis_instance_total=356
export IMPL_ctsLongestPathBuffers=2
export IMPL_final_cell_count_no_fill=482
export IMPL_synth_top_area_share=0.308
export IMPL_power_density_cell_area_nw_per_um2=159
export IMPL_warnings=30
export IMPL_p_int_w=0.000393
export IMPL_drt_pass1_iterations=4
export IMPL_cp_end_kind="output port"
export IMPL_numCtsBuffers=5
export IMPL_yosys_warnings=8
export IMPL_grt_pass1_vias=2199
export IMPL_worst_setup_hold_path_clk_slew_ns=0.07
export IMPL_fin_worst_skew_ns=0.00706
export IMPL_timing_critical_path_arrival_ns=2.80
export IMPL_route_detailed_wl_per_inst_um=11.5
export IMPL_fa_ha_area_frac=0.0511
export IMPL_enable_flop_cells=1
export IMPL_power_frac_comb=0.331
export IMPL_placeableCoreArea_sq_um=7730
export IMPL_vias_per_cell=5.11
export IMPL_globalRoute_totalOverflow=0
export IMPL_io_pins=33
export IMPL_post_route_drc_count=0
export IMPL_cellLeakagePower_nw=1.35
export IMPL_maxSlewViolCount=0
export IMPL_final_setup_tns_ns=0
export IMPL_timing_critical_path_required_ns=4.64
export IMPL_post_synth_top_count_cell="dfxtp_1"
export IMPL_dpl_hpwl_mm=4.23
export IMPL_worst_path_maximum_fanout=4
export IMPL_area_leaders="dfxtp_1 (31%), xnor2_1 (6.6%), dlxtn_1 (5.2%)"
export IMPL_finalWorstPathRequiredPeriod_ns=3.96
export IMPL_floorplan_die_height_um=91.2
export IMPL_htree_levels=2
export IMPL_die_area_sq_um=8320
export IMPL_xor_share=0.139
export IMPL_synth_simple_area_share=0.264
export IMPL_yosysCellCount=356
export IMPL_fin_hold_ws_ns=0.466
export IMPL_synth_largest_area_cell="dfxtp_1"
export IMPL_unclocked_regs=28
export IMPL_synth_top_flop_cell="dfxtp_1"
export IMPL_p_sw_w=0.000183
export IMPL_min_period_over_period=0.682
export IMPL_hold_viol_final=0
export IMPL_outcome="finished, final reports clean"
export IMPL_max_cap_violations=0
export IMPL_placement_rows=32
export IMPL_pwr_share_clk=0.272
export IMPL_floorplan_initialDensity=0.412
export IMPL_routabilityCongestion=0.848
export IMPL_maxSlewHeadroom=0.497
export IMPL_grt_setup_unrepaired="no"
export IMPL_track_usage=0.142
export IMPL_syn_to_final_growth_pct=13.7
export IMPL_tritoncts="done"
export IMPL_cts_root_buffer="clkbuf_8"
==> through the flow <==
step	setup slack, ns	total power [W]	cell area (sq um)	utilization
after global placement	1.84	0.000421	3540	0.459
after floorplan	2.70	0.000386	3190	-
after CTS	1.81	0.000582	3620	0.469
final	1.84	0.000576	3620	0.469
after global routing	1.68	0.000614	3620	0.469
after detailed placement	1.83	0.000423	3540	0.459
==> worst max-delay path, stage by stage <==
cell and delay (ns):
clkdlybuf4s50_1 0.43, a2111oi_0 0.32, a41oi_1 0.10, a21o_1 0.18, nand2b_1 0.18, clkdlybuf4s50_1 0.43
==> cell type report <==
cell class,count,area (sq um)
Timing Repair Buffer,33,325
Multi-Input combinational cell,265,1860
Clock buffer,6,72.6
Inverter,14,52.6
Fill cell,721,4110
Sequential cell,61,1180
Clock inverter,1,5.00
Tap cell,102,128
==> final timing paths <==
path,endpoint,from,cells past startpoint
max,seg[3],sw[13],6
min,m1.d1.count[31]$_SDFF_PN0_,m1.d1.count[31]$_SDFF_PN0_,1
max reg2reg,m1.d1.count[30]$_SDFF_PN0_,m1.d1.count[12]$_SDFF_PN0_,5
min reg2reg,m1.d1.count[31]$_SDFF_PN0_,m1.d1.count[31]$_SDFF_PN0_,1
==> registers in the layout, indices dropped and copies added, names as in the netlist <==
register	count
m1.x1.op_hammingcode	7
m1.c1.out	3
m1.d1.newclk	1
m1.bcd	4
m1.an	7
m1.x1.op_correctedcode	7
m1.d1.count	32
==> power groups by stage <==
stage	Sequential [W]	Clock (W)	Combinational, W
after CTS	0.000228	0.000164	0.000190
after global routing	0.000228	0.000176	0.000210
final	0.000229	0.000156	0.000191
==> cell families (layout without fill, tap and decap cells) <==
group,Yosys count,after routing
xor gates and xnor gates,41,41
AOI/OAI and AO/OA,53,53
buffers and inverters,30,54
muxes,5,5
latches,11,11
and+or+nand+nor,152,152
other,1,1
adders and majority gates,13,13
DFF,50,50
==> layout by cell type, fill, tap and decap left out, types with 6 or more instances in the layout <==
cell,n
nor3_1,7
ha_1,13
xor2_1,10
and3_1,8
xnor2_1,24
a21oi_1,13
and2_1,11
dlxtn_1,11
nor4_1,6
inv_1,14
nand3_1,28
clkdlybuf4s50_1,31
o21ai_0,11
nand2_1,28
nor2_1,28
dfxtp_1,49
nand4_1,6
==> routing by layer <==
| metal | part of all wire | vias up | routed length (um) | GRT usage |
|---|---|---|---|---|
| met1 | 0.51 | 1120 | 2840 | 0.220 |
| met3 | 0.027 | 6 | 150 | 0.0153 |
| met5 | 0 | - | 0 | 0 |
| met4 | 0.0076 | 0 | 42 | 0.00926 |
| met2 | 0.45 | 37 | 2500 | 0.229 |
| li1 | - | 1301 | - | - |
No activity file was given, so power comes from the tool's default toggle rates.
